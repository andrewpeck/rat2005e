File: flow/run.sh
#!/bin/bash
# OpenROAD 26Q1-2900-gdf79404cd8, Yosys 0.63+post, stock flow scripts
make -C /OpenROAD-flow-scripts/flow DESIGN_CONFIG=/design/flow/config.mk WORK_HOME=/design/flow/orfs finish
File: flow/config.mk
export PLATFORM = sky130hd
export DESIGN_NAME = dllreset
export DESIGN_NICKNAME = dllreset
export VERILOG_FILES = /design/flow/design.v
export SDC_FILE = /design/flow/constraint.sdc
export NUM_CORES = 4
export LEC_CHECK = 1
export CORE_AREA = 10 10 70 70
export DIE_AREA = 0 0 80 80
File: flow/design.v
	module dllreset(clock,lock,reset,reset_ff);
	input	clock;		 
	input	lock;		 
	output	reset;		 
	output	reset_ff;	 
	reg [13:0]	cnt;
	wire		cnt_done;
	wire		clear;
	always @(posedge clock) begin
	if (clear)	cnt = 0;
	else	 	cnt = cnt+1;
	end
	assign cnt_done	= cnt[13];
	reg [3:0]	sr;
	always @(posedge clock) begin
	sr[3:0]	= {sr[2:0],cnt_done};
	end
	assign reset = |sr[3:1];	 
	assign clear = |sr[3:0] | cnt_done | lock;
	reg	reset_ff;	 
	always @(posedge clock) begin
	reset_ff	<= cnt_done | reset_ff;
	end
	endmodule
File: flow/constraint.sdc
current_design dllreset

set clk_period 1.9
set clk_io_pct 0.2

create_clock -name clk0 -period $clk_period [get_ports {clock}]

set non_clock_inputs [all_inputs -no_clocks]
set_input_delay [expr $clk_period * $clk_io_pct] -clock clk0 $non_clock_inputs
set_output_delay [expr $clk_period * $clk_io_pct] -clock clk0 [all_outputs]
==> results.cfg <==
; generated from flow reports
[run_status]
status = finished clean

[power]
p_leak_uw = 0.0002803
ir_worst_vdd_mv = 0.1450
powerDensity_nw_per_um2 = 744.2

[clock_tree]
postCtsSetupBuffers = 0
clock_latency_ns = 0.29
clockBufferDepth = 2
htreeDepth = 1
cts_hold_buf = 0
numCtsBuffers = 3
tritoncts = yes
clock_sinks = 19
cts_root_buf = clkbuf_4
ctsResizeCount = 0
clkTransAtPathRegs_ns = 0.09

[yosys]
synth_area_leader_cell = dfxtp_1
ys_sh_xor_pct = 3.684
yosysChipArea_sq_um = 713.2
top_logic_kind = simple AND/OR/NAND/NOR gates
seq_area_frac_synth_pct = 53.33
mappedNetlistArea_sq_um = 713.2
synth_flops = 19
simple_gate_area_share_pct = 26.32
synth.cellmix.compoundShare_pct = 9.825
synth_adder_area_share_pct = 1.754
top_area_share_pct = 53.33
top_cells_by_area = dfxtp_1 53%, or4_1 5.3%, nand3_1 4.9%
synth_stat.cells = 74
yosysUniqueCellTypes = 22
syn_area_per_cell_sq_um = 9.638
ys_warn_count = 1
syn_inst = 74
ys_sh_mux_pct = 2.807

[detailed_routing]
ant_nets = 0
n_antenna_cell = 0
wl_mm = 1.148
wl_met3_um = 8
met2_length_um = 537
drtPass1Iterations = 4
via_per_inst = 4.352
drc = 0
wire_per_inst_um = 8.969
top_layer_used = met4
wl_met1_um = 570
vias = 557
drtIter0Drc = 26

[worst_hold_path]
hold_path_class = flop to flop
hold_path_depth = 0
min_from = sr[0]
hold_end = sr[1]

[global_route]
grt_pass1_wl_mm = 1.980
grt_use_total_pct = 3.536
grt_max_degree = 16
antenna_found_initial = 0
grt_overflow = 0
grt_pass1_vias = 472

[worst_setup_path]
r2r_end = cnt[9]
r2r_cells = 3
crit_type = flop to output pin
path_max_fanout = 2
r2r_slack_ns = 0.36
rr_startpoint = cnt[2]
startpoint_type = flop
crit_path_end_kind = output pin
arrival_ns = 1.35
critPathRequiredTime_ns = 1.52

[final_timing]
tns_ns = 0
worst_slack_ns = 0.1718
worstMarginPinSlew_ns = 0.4336
final_max_slew_viol_count = 0
timing.final.crit_share_pct = 90.96
setup_viol = 0
finalHoldViolCount = 0
slew_headroom_pct = 71.01
fmax_ghz = 0.5786
skew_ns = 0.006091
rsz0062_at_grt = false
fin_crit_ns = 1.728

[floorplanning]
chip_area_sq_um = 6400
die_x_um = 80
boundaryPins = 4
rows = 21
core_area_sq_um = 3416
initCoreUtil_pct = 20.88
fp.dieH_um = 80

[flow_run]
cap_violations = 0
warning_count = 25

[placed_design]
pre_cts_slack_ns = 0.3823
dp_hpwl_um = 826
dp.cells = 124
place_congestion = 0.7687
port_buffers = 3

[layout]
drive_above_1_share_pct = 9.756
final_cells = 128
area_growth_pct = 17.37
## cell type report
class / count / area (sq um)
flip-flops and latches: 19 / 380.4
multi-input cells: 51 / 316.6
inverters: 3 / 11.26
repair buffers: 5 / 45.04
fillers: 359 / 2579
well taps: 46 / 57.56
clock buffers: 4 / 26.28
## critical path, cell delays in order, from the launching register on
cell	delay (ns)
dfxtp_1	0.32
nor3_1	0.25
inv_1	0.08
clkdlybuf4s50_1	0.41
## how the worst max path moves through the flow
stage     startpoint  endpoint  slack (ns)  cells past startpoint
4_1_cts        sr[1]     reset        0.14                      3
6_report       sr[1]     reset        0.17                      3
5_1_grt        sr[1]     reset        0.07                      3
## cell families after synthesis
family / after synthesis
compound gates: 12
buf+inv: 4
simple gates: 33
fa+ha+maj: 1
xor+xnor: 3
flops: 19
mux: 2
## cells in the final DEF, fill, tap and decap left out, drive strengths merged
cell,count
dfxtp,19
nand3,7
a21oi,6
nor2,5
or4,5
nand2,5
o31ai,4
clkbuf,4
inv,3
clkdlybuf4s50,3
nor3,2
xor2,2
nand3b,2
nor4,2
mux2i,2
o21ai,2
or3,2
buf,2
or2,1
xnor2,1
and3,1
nand4,1
ha,1
## power by group
part	internal, uW	switching [uW]
Combinational	9.61	10.4
Sequential	403	5.65
Clock	81.5	112
Total	495	128
## sequential cells by signal (all words and copies together), names as in the netlist
register,cells
cnt,14
reset_ff,1
sr,4
## synth_stat cells
cell and number:
nand2_2 1, nand3b_1 2, nand4_2 1, nor4_1 2
o21ai_0 2, or4_1 5, o31ai_1 4, a21oi_1 6
inv_1 3, xnor2_1 1, nor2_1 5, or2_2 1
ha_1 1, nor3_1 2, xor2_1 2, or3_1 2
buf_2 1, and3_1 1, nand2_1 4, mux2i_1 2
dfxtp_1 19, nand3_1 7
## metrics by stage
stage	util, %	power, uW	hold WS (ns)	area (sq um)
detailed placement	23.74	438.5	0.3440	810.8
finish	24.51	622.9	0.3584	837.1
floorplan	-	430.1	0.3317	713.2
CTS	24.51	632.0	0.3602	837.1
global route	24.51	658.0	0.3687	837.1
global placement	23.74	437.4	0.3364	810.8
## routing by layer
metal | track usage [%] | vias to the layer above
met3 | 0.2273 | 2
li1 | - | 288
met2 | 5.618 | 2
met4 | 1.408 | 0
met1 | 4.876 | 265
met5 | 0 | -
Power figures rest on the tool's default switching activity, not on a simulated workload.
