<file path="flow/config.mk">
export PLATFORM = sky130hd
export DESIGN_NAME = ddd_rat
export DESIGN_NICKNAME = ddd_rat
export VERILOG_FILES = /design/flow/design.v
export SDC_FILE = /design/flow/constraint.sdc
export NUM_CORES = 4
export LEC_CHECK = 1
export CORE_UTILIZATION = 30
</file>
<file path="flow/constraint.sdc">
current_design ddd_rat

set clk_period 3.0
set clk_io_pct 0.2

create_clock -name clk0 -period $clk_period [get_ports {clock}]

set non_clock_inputs [all_inputs -no_clocks]
set_input_delay [expr $clk_period * $clk_io_pct] -clock clk0 $non_clock_inputs
set_output_delay [expr $clk_period * $clk_io_pct] -clock clk0 [all_outputs]
</file>
<file path="flow/design.v">
`timescale 1ns / 1ps
	module ddd_rat
	(
	clock,
	gbl_reset,
	power_up,
	start,
	autostart_en,
	oe,
	delay_ch0,
	delay_ch1,
	delay_ch2,
	delay_ch3,
	serial_clock,
	serial_out,
	adr_latch,
	serial_in,
	busy,
	verify_ok
	);
	input			clock;				 
	input			gbl_reset;			 
	input			power_up;			 
	input			start;				 
	input			autostart_en;		 
	input	[3:0]	oe; 				 
	input	[3:0]	delay_ch0;			 
	input	[3:0]	delay_ch1;			 
	input	[3:0]	delay_ch2;			 
	input	[3:0]	delay_ch3;			 
	output			serial_clock;		 
	output			serial_out;			 
	output			adr_latch;			 
	input			serial_in;			 
	output			busy;				 
	output			verify_ok;			 
	reg				serial_clock;
	reg				serial_out;
	reg				adr_latch;
	reg				busy;
	reg				verify_ok;
	reg				start_ff;
	wire	[19:0]	tx_bit;
	reg		 [2:0]	ddd_sm;
	parameter wait_fpga		=	3'd0;
	parameter wait_powerup	=	3'd1;
	parameter idle			=	3'd2;
	parameter init			=	3'd3;
	parameter write			=	3'd4;
	parameter latch			=	3'd5;
	parameter verify		=	3'd6;
	parameter unstart		=	3'd7;
	always @(posedge clock) begin
	start_ff		<= start;
	end
	parameter MXPUP = 5;
	reg [MXPUP:0] powerup_cnt;
	always @(posedge clock) begin
	if (ddd_sm == wait_powerup)	powerup_cnt = powerup_cnt + 1;
	else						powerup_cnt = 0;
	end
	wire powerup_done =	powerup_cnt[MXPUP];	 
	assign	tx_bit[ 0]	= oe[3];			 
	assign	tx_bit[ 1]	= oe[2];
	assign	tx_bit[ 2]	= oe[1];
	assign	tx_bit[ 3]	= oe[0];
	assign	tx_bit[ 4]	= delay_ch0[3];		 
	assign	tx_bit[ 5]	= delay_ch0[2];
	assign	tx_bit[ 6]	= delay_ch0[1];
	assign	tx_bit[ 7]	= delay_ch0[0];
	assign	tx_bit[ 8]	= delay_ch1[3];		 
	assign	tx_bit[ 9]	= delay_ch1[2];
	assign	tx_bit[10]	= delay_ch1[1];
	assign	tx_bit[11]	= delay_ch1[0];
	assign	tx_bit[12]	= delay_ch2[3];		 
	assign	tx_bit[13]	= delay_ch2[2];
	assign	tx_bit[14]	= delay_ch2[1];
	assign	tx_bit[15]	= delay_ch2[0];
	assign	tx_bit[16]	= delay_ch3[3];		 
	assign	tx_bit[17]	= delay_ch3[2];
	assign	tx_bit[18]	= delay_ch3[1];
	assign	tx_bit[19]	= delay_ch3[0];
	reg clock_half;
	always @(posedge clock) begin
	clock_half	= ~clock_half & (ddd_sm == write || ddd_sm == verify);
	end
	reg	[4:0] write_cnt;
	wire write_cnt_clr	= !((ddd_sm == write) || (ddd_sm == verify)); 
	wire write_cnt_en	= (clock_half == 1) && ((ddd_sm == write) || (ddd_sm == verify));
	always @(posedge clock) begin
	if		(write_cnt_clr) write_cnt = 0;
	else if	(write_cnt_en ) write_cnt = write_cnt + 1;
	end
	wire write_done	= (write_cnt == 'd19) && (clock_half == 1);
	wire verify_done= (write_cnt == 'd19) && (clock_half == 1);
	reg		[19:0]	shift_reg;
	wire sin = 1'b0;
	wire shift_en	= (clock_half == 1) && ((ddd_sm == write) || (ddd_sm == verify));	 
	wire shift_load	= (ddd_sm == init) || (ddd_sm == latch);
	always @(posedge clock) begin
	if		(shift_load) shift_reg = tx_bit[19:0];			 
	else if (shift_en) begin								 
	shift_reg[19:0] = {sin,shift_reg[19:1]};				 
	end
	end
	wire	shiftout = shift_reg[0];
	reg serial_in_ff;
	reg	shiftout_ff0;
	reg shiftout_ff1;
	reg compare;
	reg check_enable;
	always @(posedge clock) begin
	serial_in_ff <= serial_in;
	shiftout_ff0 <= shiftout;
	shiftout_ff1 <= shiftout_ff0;
	check_enable <= (ddd_sm == verify) && (clock_half == 1);
	end
	always @(posedge clock) begin
	if		(ddd_sm == init)compare = 1;
	else if	(check_enable) 	compare = compare & (serial_in_ff == shiftout_ff1);
	end
	wire sm_init = !power_up;
	always @(posedge clock or posedge sm_init) begin
	if (sm_init) begin
	 serial_clock	<= 1'b0;
	 serial_out		<= 1'b0;
	 adr_latch		<= 1'b1;
	 busy			<= 1'b0;
	end
	else begin
	 serial_clock	<= clock_half;
	 serial_out		<= shiftout & ((ddd_sm == write) || (ddd_sm == verify));
	 adr_latch		<= ~(ddd_sm == latch);
	 busy			<= ddd_sm != idle;
	end
	end
	always @(posedge clock or posedge sm_init) begin
	if		(sm_init)			verify_ok <= 1'b0;
	else if (ddd_sm == init)	verify_ok <= 1'b0;
	else if (ddd_sm == unstart)	verify_ok <= compare;
	end
	always @(posedge clock) begin
	if(gbl_reset)
	ddd_sm = wait_fpga;
	else begin
	case (ddd_sm)
	wait_fpga:										 
	 if (power_up)		ddd_sm = wait_powerup;		 
	wait_powerup:									 
	 if (powerup_done)								 
	 begin
	 if (autostart_en)	ddd_sm = init;				 
	 else				ddd_sm = idle;				 
	 end
	idle:											 
	 if (start_ff)		ddd_sm = init;				 
	init:				ddd_sm = write;				 
	write:											 
	 if (write_done)	ddd_sm = latch;				 
	latch:				ddd_sm = verify;			 
	verify:											 
	 if (verify_done)	ddd_sm = unstart;			 
	unstart:
	 if(!start_ff)		ddd_sm = idle;				 
	default				ddd_sm = wait_fpga;
	endcase
	end
	end
	endmodule
</file>
<file path="flow/run.sh">
#!/bin/bash
# OpenROAD 26Q1-2900-gdf79404cd8, Yosys 0.63+post, stock flow scripts
make -C /OpenROAD-flow-scripts/flow DESIGN_CONFIG=/design/flow/config.mk WORK_HOME=/design/flow/orfs finish
</file>
==> impl_metrics.py <==
# Physical implementation metrics
metrics = {
    "detailed_routing": {
        "dr.pass1.iters": 4,
        "drc_errors": 0,
        "wire_per_inst_um": 11.2,
        "ant_nets": 0,
        "route.vias.total": 1100,
        "routed_wl_um": 2820,
        "num_antenna_cells": 0,
        "viasPerCell": 4.38,
        "drt_iter0_markers": 24,
    },
    "timing": {
        "layout_setup_ws_ns": 1.15,
        "rsz0062_at_grt": "no",
        "finalSetupViolCount": 0,
        "setup_tns_ns": 0,
        "tightestPinTransition_ns": 0.560,
        "skew_ns": 0.00435,
        "fmax_mhz": 539,
        "hold_viol_final": 0,
        "maxSlewHeadroom_pct": 62.5,
        "fin_crit_ns": 1.85,
        "timing.final.crit_share_pct": 61.8,
        "drv_slew": 0,
    },
    "logic_synthesis": {
        "yosysTopAreaCellShare_pct": 31.7,
        "ys_area_mm2": 0.00189,
        "ys_seq_share_pct": 65.9,
        "syn_inst": 140,
        "synth_cell_types": 30,
        "ys_ff": 51,
        "yosys_warnings": 1,
        "avgSynthCellArea_um2": 13.5,
        "ys_top_cells_by_area": "edfxtp_1, dfxtp_1, mux2_2, dfrtp_1, nor2_1",
        "synth_area_leader_cell": "edfxtp_1",
        "ff_type": "dfxtp_1",
        "ys_cells": 140,
        "postSynth.asyncResetShare_pct": 9.80,
        "edf_count": 20,
        "netlist_area_mm2": 0.00189,
    },
    "global_routing": {
        "overflow": 0,
        "grt_pass1_wl_um": 4800,
        "track_usage_pct": 9.67,
        "grt_max_degree": 23,
        "antenna_found_initial": 0,
        "first_global_vias": 1068,
    },
    "floorplan": {
        "coreArea_mm2": 0.00599,
        "std_cell_rows": 28,
        "ios": 31,
        "dieArea_mm2": 0.00663,
        "chipHeight_um": 81.4,
        "dieWidth_um": 81.4,
        "initial_core_util_pct": 31.6,
    },
    "placement": {
        "hpwl_um": 1930,
        "gp_congestion": 0.703,
        "port-buffer-count": 30,
        "dp_slack_ns": 1.40,
    },
    "critical_path": {
        "cp_top_family": "flip-flops",
        "cpMaxStageDelayCell": "dfstp_2",
        "cp-end-kind": "output pin",
        "start_kind": "flop",
        "cp_max_fo": 1,
        "cp_data_arrival_time_ns": 1.25,
        "crit_required_ns": 2.40,
        "slowest_delay_ns": 0.52,
        "worst-setup-path-type": "flop to output pin",
        "path_cells": "clkdlybuf4s50_1",
        "path_buffers": 1,
    },
    "final_layout": {
        "ff_latch_area_mm2": 0.00125,
        "mi_logic_area_um2": 611,
        "drive_gt1_share_pct": 18.8,
        "syn2layout_area_growth_pct": 26.3,
        "largest_register_ffs": 20,
        "nFillCells": 567,
    },
    "status": {
        "status": "finished clean",
    },
    "clock_network": {
        "clk_latency_ns": 0.29,
        "cts.htree.levels": 2,
        "cts_tree": "done",
        "root_buffer": "clkbuf_8",
        "cts_sinks": 51,
        "numCtsBuffers": 5,
        "clockBufferDepth": 2,
        "postCtsHoldBufs": 0,
        "post_cts_resized": 0,
        "clk_pin_slew_ns": 0.08,
        "post_cts_buffers": 0,
    },
    "power": {
        "leakagePower_nw": 0.867,
        "power_density_mw_per_mm2": 509,
        "p_total_mw": 1.22,
        "ir_drop_v": 0.000261,
    },
    "flow_run": {
        "warning_count": 25,
        "maxCapViolCount": 0,
    },
    "worst_hold_path": {
        "hp-class": "flop to flop",
    },
}
## kinds of logic (layout without fill, tap and decap cells)
group,Yosys count,after routing,synth area share (%)
flip-flops,51,51,65.9
AND/OR/NAND/NOR,39,39,10.8
multiplexers,22,22,12.9
AND-OR/OR-AND,11,11,3.57
XOR/XNOR,8,8,3.70
buffers and inverters,7,43,1.85
adder cells (fa/ha/maj),2,2,1.32
## power by group
| part | switching (mW) | total, mW | internal (mW) |
|---|---|---|---|
| clock network | 0.210 | 0.446 | 0.236 |
| logic | 0.00994 | 0.0443 | 0.0344 |
| registers | 0.00552 | 0.727 | 0.722 |
| total | 0.225 | 1.22 | 0.992 |
## synth_stat cells (all sizes together) (2+ instances only)
master	instances
xnor2	3
nor2	13
nor2b	4
dfrtp	4
mux2	19
and2	5
a21o	2
a21oi	3
ha	2
nand3	4
nand4	2
xor2	5
nand2	7
mux2i	3
edfxtp	20
dfxtp	26
o21ai	4
inv	3
buf	3
## cell type report
type                       instances  area share (%)
multi-input combinational         82            25.5
timing repair buffer              32            13.2
inverter                           3           0.471
sequential                        51            52.2
clock inverter                     1           0.209
tap                               75            3.92
clock buffer                       7            4.50
## worst paths after layout
check                              from             to  slack (ns)  cells after the start
max                           adr_latch      adr_latch        1.15                      1
min reg2reg                shiftout_ff0   shiftout_ff1        0.33                      0
min                        shiftout_ff0   shiftout_ff1        0.33                      0
max reg2reg                   ddd_sm[6]  shift_reg[12]        1.62                      3
max in group asynchronous      power_up      adr_latch        2.19                      1
min in group asynchronous      power_up     serial_out        0.54                      1
## cell usage in the layout (no fill, tap or decap), types with 4 or more instances in the layout
cell	n
xor2_1	5
dfxtp_1	26
edfxtp_1	20
mux2_2	19
nand2_1	7
clkdlybuf4s50_1	30
clkbuf_8	6
dfrtp_1	4
nor2b_1	4
and2_1	5
nor2_1	12
nand3_1	4
## stage by stage
step / cell area (um^2) / hold slack [ns] / instances / util [%]
floorplan: 1890 / 0.304 / 140 / -
global placement: 2280 / 0.311 / 243 / 38.0
detailed placement: 2280 / 0.312 / 243 / 38.0
CTS: 2390 / 0.333 / 251 / 39.9
global route: 2390 / 0.354 / 251 / 39.9
finish: 2390 / 0.332 / 251 / 39.9
## metal layers
| layer | up-vias | global-route usage, % | wire, um |
|---|---|---|---|
| met5 | - | 0 | 0 |
| met4 | 0 | 1.43 | 23 |
| met3 | 4 | 3.04 | 197 |
| met2 | 31 | 14.2 | 1200 |
| met1 | 506 | 15.0 | 1400 |
| li1 | 559 | - | - |
Power is estimated from default activity; no workload was simulated.
