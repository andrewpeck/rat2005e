`design/flow/config.mk`:
```
export PLATFORM = sky130hd
export DESIGN_NAME = jtag
export DESIGN_NICKNAME = jtag
export VERILOG_FILES = /design/flow/design.v
export SDC_FILE = /design/flow/constraint.sdc
export NUM_CORES = 4
export LEC_CHECK = 1
export CORE_AREA = 10 10 72 72
export DIE_AREA = 0 0 82 82
```
`design/flow/run.sh`:
```
#!/bin/bash
# OpenROAD 26Q1-2900-gdf79404cd8, Yosys 0.63+post, stock flow scripts
make -C /OpenROAD-flow-scripts/flow DESIGN_CONFIG=/design/flow/config.mk WORK_HOME=/design/flow/orfs finish
```
`design/flow/constraint.sdc`:
```
current_design jtag

set clk_period 2.1
set clk_io_pct 0.2

create_clock -name clk0 -period $clk_period [get_ports {tck}]

set non_clock_inputs [all_inputs -no_clocks]
set_input_delay [expr $clk_period * $clk_io_pct] -clock clk0 $non_clock_inputs
set_output_delay [expr $clk_period * $clk_io_pct] -clock clk0 [all_outputs]
```
`design/flow/design.v`:
```
	module jtag
	(	
	tck,
	tms,
	tdi,
	tdo,
	ntrst,
	state
	);
	parameter MXSTATE	= 4;				 
	input					tck;			 
	input					tms;			 
	input					tdi;			 
	input					ntrst;			 
	output					tdo;			 
	output	[MXSTATE-1:0]	state; 			 
	(* fsm_encoding="user" *)
	reg 	[MXSTATE-1:0]	tap;
	parameter test_logic_reset	=	4'h0;
	parameter run_test_idle		=	4'h1;
	parameter select_dr_scan	=	4'h2;
	parameter capture_dr		=	4'h3;
	parameter shift_dr			=	4'h4;
	parameter exit1_dr			=	4'h5;
	parameter pause_dr			=	4'h6;
	parameter exit2_dr			=	4'h7;
	parameter update_dr			=	4'h8;
	parameter select_ir_scan	=	4'h9;
	parameter capture_ir		=	4'hA;
	parameter shift_ir			=	4'hB;
	parameter exit1_ir			=	4'hC;
	parameter pause_ir			=	4'hD;
	parameter exit2_ir			=	4'hE;
	parameter update_ir			=	4'hF;
	parameter L					=	0;
	parameter H					=	1;
	reg					tdo;	
	always @(posedge tck) begin
	tdo	<= tdi;
	end
	assign state = tap;
	always @(posedge tck or negedge ntrst) begin	
	if(!ntrst) tap = test_logic_reset;
	else begin
	case (tap)
	test_logic_reset:
		if (tms == L) tap = run_test_idle;
	run_test_idle:
		if (tms == H) tap = select_dr_scan;
	select_dr_scan:
		if (tms == H) tap = select_ir_scan;
	 	else		  tap = capture_dr;
	capture_dr:
		if (tms == H) tap = exit1_dr;
	 	else		  tap = shift_dr;
	shift_dr:
		if (tms == H) tap = exit1_dr;
	exit1_dr:
		if (tms == H) tap = update_dr;
	 	else		  tap = pause_dr;
	pause_dr:
		if (tms == H) tap = exit2_dr;
	exit2_dr:
		if (tms == H) tap = update_dr;
		else		  tap = shift_dr;
	update_dr:
		if (tms == H) tap = select_dr_scan;
		else		  tap = run_test_idle;
	select_ir_scan:
		if (tms == H) tap = test_logic_reset;
		else		  tap = capture_ir;
	capture_ir:
		if (tms == H) tap = exit1_ir;
		else		  tap = shift_ir;
	shift_ir:
		if (tms == H) tap = exit1_ir;
	exit1_ir:
		if (tms == H) tap = update_ir;
		else		  tap = pause_ir;
	pause_ir:
		if (tms == H) tap = exit2_ir;
	exit2_ir:
		if (tms == H) tap = update_ir;
		else		  tap = shift_ir;
	update_ir:
		if (tms == H) tap = select_dr_scan;
	 	else		  tap = run_test_idle;
	default:
	 				  tap = test_logic_reset;
	endcase
	end
	end
	endmodule
```
==> changes_impl.md <==
### Physical design

* Result of the run: finished, final reports clean
* Worst Hold Class: in2async
* Reg clk slew, reported paths at 0.05 ns
* Vias in the first global route at 355
* R2r setup slk at 0.73 ns
* Tcrit/Tclk final at 77.74%
* Reg-to-Reg Start: tap[2]
* Cell count after synthesis at 50
* Clock power share at 22.5%
* DRC at 0
* Total power at 902.5 uW
* Post-synth regs at 9
* PortBufs at 8
* Max H-tree Level at 1
* Unrepaired setup endpoints after global routing: false
* Power Internal at 580.1 uW
* Final worst path period need at 1.632 ns
* R2r endpoint: tap[1]
* Final Hold Vio Count at 0
* # Cells Yosys at 50
* Number of detailed-route iterations in the first pass at 4
* Crit-path cells: clkdlybuf4s50_1 -> xor2_1 -> a32o_1 -> a211o_1
* Hold Buf Count CTS at 0
* WHS at 0.4673 ns
* Crit path required time at 2.21 ns
* Crit path DAT at 1.75 ns
* Net Sw Power at 322.4 uW
* Switching Share at 35.73%
* Area of the core at 0.003689 mm^2
* Syn avg cell area at 9.834 um^2
* OpenROAD warnings at 25
* Total die area at 0.006724 mm^2
* Area grow syn2layout at 28.75%
* PwrDens at 1426 mW/mm^2
* Number of CTS-inserted buffers at 3
* Endpoints failing setup at 0
* CTS max path bufs at 2
* Yosys Chip Area at 491.7 um^2
* Dpl cells at 102
* CTS resizes at 0
* Worst setup endpoint: tap[1]
* Fp util at 13.33%
* Worst setup SP type: primary input
* Cell Type Count at 23
* First-pass GRT wire length at 1656 um
* Grt total ovfl at 0
* DRT Wirelength at 996 um
* Register share of total power at 40.6%
* WL/cell at 9.396 um
* Routed via count at 402
* Vias/cell at 3.792
* Ant. Diodes at 0
* Worst-skew pair later-pin latency at 0.23 ns
* CTS tree: yes
* Gr usage total at 2.992%
* Initial antenna violation count at 0
* Finished Layout Cells at 106
* Tightest Pin Transition at 0.4118 ns
* Post-CTS Setup Bufs at 0
* Pleak at 0.2441 nW
* Die H at 82 um
* Crit-path slowest cell: clkdlybuf4s50_1
* Syn. warnings at 2
* Slew Viols, Final at 0
* Setup Skew at 0.001449 ns
* Critical Setup Path Class: in2reg
* Max FO, Critical Path at 11
* Reg2reg path depth at 3
* Placer Congestion at 0.8040
* Slew Limit Headroom at 72.55%
* Root Driver: clkbuf_8
* Critical Path Source: tms
* First DRT Iteration DRCs at 56
* Total Neg Setup Slack at 0 ns
* Element type at the critical path end: flop
* Fraction of layout cells with a size suffix above 1 at 8.621%
* VDD IR max at 0.0002620 V
* Slowest stage delay, CP at 0.57 ns
* Fin util at 17.16%
* Largest net degree at the start of global routing at 15
* Antenna Nets Post-Route at 0
* Max-cap viol count at 0
* Ports at 9
* Cell Area, Synth at 491.7 um^2
* Max Clk Rate at 612.6 MHz
* Comb pwr share at 36.9%
* Seq/Total Area, Yosys at 44.78%
* CTS Sinks at 9
* Die W at 82 um
* HPWL Detailed at 674 um
* Number of cell rows at 22
## sequential cells by signal (all words and copies together) (netlist names)
name and cells:
state 4, tap 4, tdo 1
## cells in the mapped netlist, drive strengths merged
| cell | count | area [um^2] |
|---|---|---|
| dfxtp | 1 | 20.02 |
| clkbuf | 1 | 13.76 |
| nand2 | 6 | 22.52 |
| dfrtp | 8 | 200.2 |
| nor3b | 2 | 15.01 |
| nor2b | 3 | 18.77 |
| a221oi | 2 | 17.52 |
| inv | 1 | 3.750 |
| a31oi | 1 | 6.260 |
| a32o | 1 | 10.01 |
| buf | 3 | 30.03 |
| nor2 | 2 | 7.510 |
| xor2 | 1 | 8.760 |
| a21oi | 2 | 10.01 |
| nand2b | 2 | 12.51 |
| o21ai | 3 | 15.01 |
| nand3 | 2 | 10.01 |
| a311oi | 2 | 17.52 |
| nand3b | 1 | 7.510 |
| or2b | 2 | 17.52 |
| a211o | 2 | 17.52 |
| nor3 | 2 | 10.01 |
## placed cells by master, fill, tap and decap left out
| cell | instances |
|---|---|
| clkdlybuf4s50_1 | 8 |
| inv_1 | 1 |
| a311oi_1 | 2 |
| nor2b_1 | 3 |
| nand2_1 | 6 |
| clkbuf_1 | 1 |
| a221oi_1 | 2 |
| a211o_1 | 2 |
| a32o_1 | 1 |
| nand3_1 | 2 |
| nor3_1 | 2 |
| dfrtp_1 | 8 |
| o21ai_0 | 3 |
| nor3b_1 | 2 |
| a31oi_1 | 1 |
| dfxtp_1 | 1 |
| a21oi_1 | 2 |
| clkbuf_8 | 3 |
| xor2_1 | 1 |
| nand2b_1 | 2 |
| nand3b_1 | 1 |
| nor2_1 | 2 |
| or2b_2 | 2 |
## layout make-up
| class | instances | area [um^2] |
|---|---|---|
| multi-input combinational | 36 | 224.0 |
| tap | 48 | 60.06 |
| clock buffer | 4 | 45.04 |
| inverter | 1 | 3.754 |
| timing repair buffer | 8 | 80.08 |
| fill | 419 | 3055 |
| sequential | 9 | 220.2 |
## through the flow
step	worst slack [ns]	instance area (um^2)
floorplan	0.8160	491.7
global placement	0.2521	588.1
detailed placement	0.2363	588.1
CTS	0.4683	633.1
global route	0.3639	633.1
finish	0.4676	633.1
## per-layer routing
metal  global-route usage, %  wire length (um)  vias up
li1                        -                 -      195
met1                   3.974               483      197
met2                   4.389               432        8
met3                   1.211                53        2
met4                  0.8503                27        0
met5                       0                 0        -
## critical path: cells and delay by family
kind,cells,cell delay (ns)
buffers and inverters,1,0.57
xor gates and xnor gates,1,0.21
AOI/OAI and AO/OA,2,0.54
## worst min-delay path by stage
stage     slack, ns   from  cells past startpoint        to
6_report       0.47  ntrst                      1  state[3]
4_1_cts        0.48  ntrst                      1  state[2]
5_1_grt        0.48  ntrst                      1  state[2]
## kinds of logic after synthesis
| logic type | after synthesis | share of synthesized area (%) |
|---|---|---|
| AOI/OAI and AO/OA | 13 | 19.09 |
| xor gates and xnor gates | 1 | 1.781 |
| buffers and inverters | 5 | 9.668 |
| DFF | 9 | 44.78 |
| and+or+nand+nor | 22 | 24.68 |
## power by group through the flow
| stage | clock (mW) | combinational, mW | sequential (mW) |
|---|---|---|---|
| 4_1_cts | 0.205 | 0.339 | 0.362 |
| 5_1_grt | 0.216 | 0.383 | 0.381 |
| 6_report | 0.203 | 0.333 | 0.367 |
Power is estimated from default activity; no workload was simulated.
